**run.sh**
```bash
#!/bin/bash
# OpenROAD 26Q1-2900-gdf79404cd8, Yosys 0.63+post, stock flow scripts
make -C /OpenROAD-flow-scripts/flow DESIGN_CONFIG=/design/flow/config.mk WORK_HOME=/design/flow/orfs finish
```
**config.mk**
```make
export PLATFORM = sky130hd
export DESIGN_NAME = vga_640x480
export DESIGN_NICKNAME = vga_640x480
export VERILOG_FILES = /design/flow/design.v
export SDC_FILE = /design/flow/constraint.sdc
export NUM_CORES = 4
export LEC_CHECK = 1
export CORE_UTILIZATION = 30
```
**design.v**
```verilog
`timescale 1 ns / 1 ns
module vga_640x480(pclk, reset, hsync, vsync, valid, h_cnt, v_cnt);
   input        pclk;
   input        reset;
   output       hsync;
   output       vsync;
   output       valid;
   output [16:0] h_cnt;
   output [16:0] v_cnt;
   parameter    h_frontporch = 95;
   parameter    h_active = 143;
   parameter    h_backporch = 783;
   parameter    h_total = 800;
   parameter    v_frontporch = 2;
   parameter    v_active = 35;
   parameter    v_backporch = 515;
   parameter    v_total = 525;
   reg [16:0]    x_cnt;
   reg [16:0]    y_cnt;
   wire         h_valid;
   wire         v_valid;
   always @(posedge reset or posedge pclk)
      if (reset == 1'b1) begin
         x_cnt <= 0;
      end
      else 
      begin
         if (x_cnt == h_total - 1)
            x_cnt <= 0;
         else
            x_cnt <= x_cnt + 1;
      end
   always @(posedge pclk)
      if (reset == 1'b1)
         y_cnt <= 0;
      else 
      begin
         if (y_cnt == (v_total - 1) & x_cnt == (h_total - 1))
            y_cnt <= 0;
         else if (x_cnt == (h_total - 1))
            y_cnt <= y_cnt + 1;
      end
   assign hsync = ((x_cnt >= h_frontporch)) ? 1'b1 : 
                  1'b0;
   assign vsync = ((y_cnt >= v_frontporch)) ? 1'b1 : 
                  1'b0;
   assign h_valid = ((x_cnt >= h_active) & (x_cnt < h_backporch)) ? 1'b1 : 
                    1'b0;
   assign v_valid = ((y_cnt >= v_active) & (y_cnt < v_backporch)) ? 1'b1 : 
                    1'b0;
   assign valid = ((h_valid == 1'b1) & (v_valid == 1'b1)) ? 1'b1 : 
                  1'b0;
   assign h_cnt = ((h_valid == 1'b1)) ? x_cnt - 17'd143 : 
                  {17'b1111_1111_1111_1111_1};
   assign v_cnt = ((v_valid == 1'b1)) ? y_cnt - 17'd36 : 
                  {17'b1111_1111_1111_1111_1};
endmodule
```
**constraint.sdc**
```tcl
current_design vga_640x480

set clk_period 4.5
set clk_io_pct 0.2

create_clock -name clk0 -period $clk_period [get_ports {pclk}]

set non_clock_inputs [all_inputs -no_clocks]
set_input_delay [expr $clk_period * $clk_io_pct] -clock clk0 $non_clock_inputs
set_output_delay [expr $clk_period * $clk_io_pct] -clock clk0 [all_outputs]
```
==> run notes <==
Notes on the flow run.

- Per the final layout report, the fraction of cells sized above drive strength 1 comes to 0.06061.
- The final timing summary puts the cycle share of the worst path at 0.8115.
- The site row count is 32, for reference.
- The number of max-cap violations is 0, for reference.
- Hold-check failures listed in the final report amount to 0.
- The overall power consumption is 0.5483 mW, for reference.
- Max fanout on the critical path was recorded as 16.
- Post-CTS repair ended up resizing 0 cells.
- Detailed routing inserted a total of 2,323 vias.
- The tightest min-delay check is of the flip-flop to flip-flop type.
- The minimum setup slack in the final design is 0.8482 ns, for reference.
- Counting the buffers created by CTS gives 5.
- The transition time recorded at the tightest slew-check pin is 0.8524 ns.
- The smallest clock period supported by the final layout is computed as 3.652 ns.
- The number of diodes added for antenna fixing is 0, for reference.
- In the CTS report, the clock slew at the register clock pins of the worst setup and hold paths is listed as 0.07 ns.
- The chip occupies 8613 um2.
- The H-tree depth reported by CTS is 2, for reference.
- Routability-driven placement finished with a final weighted congestion of 0.8441.
- For this run, the total global-route usage over all layers was measured as 0.1513.
- The share of the Yosys chip area taken by registers is 0.3096.
- The flow ran to the end, and the final reports show no timing, DRC or antenna violations.
- The count of buffers added by post-CTS timing repair for setup is 0, for reference.
- Dividing the synthesized area by the synthesized cell count gives 8.137 um2.
- The critical path is of the flip-flop to output pin type.
- Once iteration 0 of detailed routing completed, the report listed 186 DRC markers.
- The die is 92.81 um wide.
- The routed layout reports a DRC error count of 0.
- The remaining global-route overflow is 0, for reference.
- 39 I/O pins were placed.
- The number of standard cells reported by yosys is 304, for reference.
- The wire length of the first global-routing pass is 10,480 um, for reference.
- For reference, the top cells by area after synthesis are dfrtp_1 17%, dfxtp_1 14%, nand2_1 5.2%.
- The post-route setup TNS is 0 ns, for reference.
- For this run, the share of the core covered by cells in the final layout is 0.3780.
- Setup repair after global routing left no endpoint under its margin.
- For this design, the CTS-stage hold fixing added 0 buffers.
- The power density over the cells is 184.8 nW/um2, for reference.
- The layout overhead on the synthesized area is 19.93%, for reference.
- The number of antenna violations at the first check in global routing is 0, for reference.
- The number of register bits inferred by synthesis is 34, for reference.
- Pins over their slew limit in the final report were tallied at 0.
- The cell sitting at the root of the clock tree is a clkbuf_8.
- For this run, the detailed router's first-pass iteration total came to 4.
- Of all cell types, the one taking the most synthesized area is dfrtp_1.
- The worst path required time is 3.60 ns, for reference.
- The number of global-route vias before repair is 2,156, for reference.
- Yosys mapped the design onto 49 distinct sky130hd cell types.
- The headroom to the max-slew limit is 0.4243, for reference.
- The arrival time at the worst endpoint is 2.75 ns, for reference.
- Per the CTS log, the buffer count on the longest clock path is 2.
- The post-place setup slack is 1.131 ns, for reference.
- Synthesis handed over a netlist of 304 instances.
- The dominant synthesized flop cell is dfxtp_1, for reference.
- Detailed placement finished with a half-perimeter wire length of 4306 um.
- The TritonCTS clock tree is yes, for reference.
- The maximum VDD drop is 0.09385 mV, for reference.
- The type of element capturing the critical path is an output pin, for reference.
- The share of flip-flops with an asynchronous set or reset is 0.5000, for reference.
- The final wirelength is 6031 um, for reference.
- The startpoint class of the critical path is a flip-flop, for reference.
- Clock tree synthesis found a total of 34 sinks.
- The number of enable flip-flop cells is 0, for reference.
- The total core area is 7848 um2, for reference.
- The clock latency on the worst-skew pair is 0.29 ns, for reference.
- Nets still carrying antenna violations after routing amount to 0.
- The share of the core area taken by cells at floorplan is 0.3152.
- The average wire length per cell after detail routing is 13.96 um, for reference.
- The clock arrives with 0.006484 ns of skew.
- The count of warnings emitted by yosys is 1, for reference.
- Entering global routing, the biggest net connects 22 pins.
- The number of warnings in the stage logs is 29, for reference.
- In the synthesis report, Yosys lists the chip area as 2474 um2.
- The netlist area before placement is 2474 um2, for reference.
- In this build the clock could be raised as far as 273.8 MHz.
- The top-area cell type share of the netlist area is 0.1720, for reference.
- The leakage component of the power was reported as 1.085 nW.
- The vertical die size is 92.81 um, for reference.
- The total of endpoints with negative setup slack in the final report is 0, for reference.
- The buffer_ports step reported a buffer count of 38.
- In the routed layout, each cell is associated on average with a via count of 5.377.
placed cells by master, fill, tap and decap left out, drive strengths merged, types with 2 or more instances in the layout:
cell type and n:
nor4 6, and4bb 2, or3 6, o21ai 10, o41ai 2, nor2 17, a311oi 2, inv 13
nand4 16, xor2 9, xnor2 12, and4 5, dfrtp 17, clkbuf 7, o31ai 4, ha 7
nand3b 4, nor4b 2, nand2 34, o32ai 5, a31oi 2, nand2b 5, dfxtp 17, nand3 24
and2 4, clkdlybuf4s50 38, and3 11, a21oi 18, or4 7, buf 2, a211oi 5, nor3 8
state kept, by name, summed over array words and instances, names as in the netlist:
name,count
x_cnt,17
y_cnt,17
final cells by class:
type	instances	area, um2
Fill cell	821	4881
Multi-Input combinational cell	235	1538
Sequential cell	34	765.7
Timing Repair Buffer	40	395.4
Tap cell	102	127.6
Clock buffer	7	86.33
Inverter	13	48.80
Clock inverter	1	5.005
cells by family (layout without fill, tap and decap cells):
family | after synthesis | after routing | share of synthesized area
compound gates | 53 | 53 | 0.1411
xor+xnor | 21 | 21 | 0.07436
fa+ha+maj | 7 | 7 | 0.03541
buf+inv | 35 | 61 | 0.06879
flops | 34 | 34 | 0.3096
mux | 1 | 1 | 0.004047
simple gates | 153 | 153 | 0.3667
routing by layer:
metal | part of all wire | global-route usage | routed length [um] | up-vias
li1 | - | - | - | 1171
met1 | 0.50 | 0.2381 | 3023 | 1065
met2 | 0.43 | 0.2286 | 2582 | 82
met3 | 0.060 | 0.02590 | 359 | 5
met4 | 0.011 | 0.01410 | 66 | 0
met5 | 0 | 0 | 0 | -
power by group:
part,switching (mW),internal (mW)
Clock,0.112,0.123
Sequential,0.00000000000000133,0.303
Combinational,0.00749,0.00192
Total,0.120,0.428
final timing paths:
| path | from | endpoint | slack (ns) | cells after the start |
|---|---|---|---|---|
| max in group asynchronous | reset | x_cnt[13] | 2.49 | 3 |
| worst max register to register | x_cnt[0] | y_cnt[4] | 2.05 | 5 |
| min in group asynchronous | reset | x_cnt[8] | 1.46 | 2 |
| worst max-delay path | x_cnt[10] | valid | 0.85 | 5 |
| worst min register to register | y_cnt[12] | y_cnt[12] | 0.52 | 2 |
| worst min-delay path | y_cnt[12] | y_cnt[12] | 0.52 | 2 |
stage by stage:
| stage | cells | hold slack (ns) | area [um2] |
|---|---|---|---|
| after floorplan | 304 | 0.4653 | 2474 |
| after global placement | 424 | 0.4951 | 2875 |
| after detailed placement | 424 | 0.5094 | 2875 |
| after CTS | 432 | 0.5175 | 2967 |
| after global routing | 432 | 0.5531 | 2967 |
| final | 432 | 0.5165 | 2967 |
worst max-delay path, cell delays in order, from the launching register on:
cell             delay (ns)
dfrtp_1                0.43
nor4_4                 0.45
nor4b_1                0.41
and4bb_2               0.50
and2_1                 0.21
clkdlybuf4s50_1        0.47
cell usage after synthesis (all sizes together) (5+ instances only):
library cell  count
nand2            34
nand3            24
a21oi            18
dfrtp            17
dfxtp            17
nor2             17
nand4            16
inv              13
buf              12
xnor2            12
and3             11
clkbuf           10
o21ai            10
xor2              9
nor3              8
ha                7
or4               7
nor4              6
or3               6
a211oi            5
and4              5
nand2b            5
o32ai             5
No activity file was given, so power comes from the tool's default toggle rates.
