==> design.v <==
`timescale 1ns / 1ps
module toPosedge(
    input clk,
    input rst_n,
    input  sig_in,
    output sig_out
    );
    reg prevSign;
	reg [99:0] cnt;
	reg [1:0] debounced, debounced_prev;
	always @(posedge clk) begin
	   if (rst_n) begin
	       cnt <= 0;
	       debounced <= 0; 
	       prevSign <= 0;
	   end
	   else 
	   begin 
	       prevSign <= sig_in;
           if (sig_in == prevSign) begin
               cnt <= cnt + 1;
            end 
            else 
            begin
               cnt <= 0;
            end
            if (cnt >= 100'd1024) begin
               debounced <= {1'b0, sig_in};
            end
            else begin
               debounced <= 2'b10;
            end
            debounced_prev <= debounced;
	    end
	 end
	assign sig_out = debounced == 2'b0 & debounced_prev == 2'b01;
endmodule
==> run.sh <==
#!/bin/bash
# OpenROAD 26Q1-2900-gdf79404cd8, Yosys 0.63+post, stock flow scripts
make -C /OpenROAD-flow-scripts/flow DESIGN_CONFIG=/design/flow/config.mk WORK_HOME=/design/flow/orfs finish
==> config.mk <==
export PLATFORM = sky130hd
export DESIGN_NAME = toPosedge
export DESIGN_NICKNAME = toPosedge
export VERILOG_FILES = /design/flow/design.v
export SDC_FILE = /design/flow/constraint.sdc
export NUM_CORES = 4
export LEC_CHECK = 1
export CORE_UTILIZATION = 50
==> constraint.sdc <==
current_design toPosedge

set clk_period 17.7
set clk_io_pct 0.2

create_clock -name clk0 -period $clk_period [get_ports {clk}]

set non_clock_inputs [all_inputs -no_clocks]
set_input_delay [expr $clk_period * $clk_io_pct] -clock clk0 $non_clock_inputs
set_output_delay [expr $clk_period * $clk_io_pct] -clock clk0 [all_outputs]
==> run notes <==
run results: status=finished clean, M1 GR Usage=0.415, RR Startpoint=cnt[12], startpoint type of the worst setup path=input port, Combinational Area=3080 um^2, Commonest Layout Cell=dfxtp_1, Clock Pin Slew Worst Setup and Hold Paths=~110 ps, Initial Util=0.519, Post-CTS Setup Repair Bufs=0, pwr dens=roughly 70 nW/um^2, YS chip area=~5400 um^2, Detailed Routing Iterations Pass 1=5, DRC=0, CP arrival=~5400 ps, Slowest cell on crit path=buf_4, Post-CTS Resized=0, CTS root buf=clkbuf_8, HP Class=reg -> reg, # diodes=0, worst slew pin tran=966 ps, gr usage total=0.266, critical path class=in -> reg, DIE WIDTH=between 100 and 150 um, global routing met3 resource utilization=0.0334, die height=about 110 um, setup tns final=0 ps, register share after synthesis=0.394, CTS Buf Count=9, routed wire length=~14,000 um, Dominant flop cell=dfxtp_1, Post-CTS Hold Buffers=0, r2r setup slk=~15,000 ps, tool warnings=27, register area=approximately 2100 um^2, Max Clock Skew=15.4 ps, yosys warns=1, clock sink count=about 110, WL per Instance=approximately 18 um, HP Start=debounced[1], Worst Path Required=17,940 ps, RSZ-0062 raised after global routing=no, reg2reg end=cnt[74], slowest cell delay on critical path=640 ps, Relative slew margins=0.351, CP top delay family=buffers and inverters, core area=~10,000 um^2, Crit Path Max Fanout=approximately 70, CP bufs+invs=3, H-tree Lvls=3, DP HPWL=a little over 9000 um, fillcell total=964, tally of max-capacitance violations=0, final tally of hold violations=0, FFs w/ async S/R, synth=0, num rows=37, Hold Path Stages=0, GP Congestion=0.863, Clock Path Buffers=2, vias in the first global route=approximately 4,400, proportion of layout cells with a drive suffix above 1=0.0525, # port buffers=3, placed cell area=between 5000 and 6000 um^2, most numerous logic cells after layout=103 x dfxtp_1, 61 x a21oi_1, 55 x nand4_1, 54 x nor2_1, 49 x or4_1, initial antenna violation count=0, layer with the highest usage=met1, Post-synth EDFFs=2, chip area=~11,000 um^2, Detailed Route Iter0 Violations=~370, GR met2 Demand/Resource=0.413, Final Cell Area=~5700 um^2, grt total ovfl=0, largest net degree at the start of global routing=roughly 71, fmax=0.194 GHz, # IOs=4, ys cells=between 600 and 700, # setup viols final=0, syn avg cell area=about 8.2 um^2, CP Capture Type=register, Yosys cell types=35, static leakage power=1.59 nW, Insertion Delay late pin=roughly 380 ps, first-pass GRT wire length=between 20,000 and 25,000 um, worst vdd ir=0.0644 mV, Final Max Slew Viols=0, routed vias/inst=about 6.4, Registers, synthesis=105, Gate Count Post-Synth=approximately 650, Area growth syn-to-layout=6.18%, worst path cell trace=clkdlybuf4s50_1 -> inv_1 -> nand2_4 -> buf_4 -> nor2_1, Post-Syn Area=~5400 um^2, via count=between 5,000 and 6,000, r2r worst-path depth=5, antenna viol nets, final=0, final worst path period need=5160 ps, cycle use final=0.291, WHS Endpoint=debounced_prev[1], CTS tree=yes
==> cell families (layout without fill, tap and decap cells) <==
group / Yosys count / in the layout / share of synthesized area
XOR/XNOR: 35 / 35 / 0.0569
buffers and inverters: 50 / 45 / 0.0358
AND/OR/NAND/NOR: 336 / 336 / 0.367
AND-OR/OR-AND: 121 / 121 / 0.134
multiplexers: 4 / 4 / 0.00744
flip-flops: 105 / 105 / 0.394
adder cells (fa/ha/maj): 2 / 2 / 0.00465
==> synthesized netlist by cell type, drive strengths merged, types with 14 or more instances <==
library cell | instances | area, um^2
nand3 | 42 | 210
inv | 19 | 71.3
nor2 | 54 | 203
nand2 | 41 | 154
xor2 | 19 | 166
nor4 | 33 | 258
or4 | 49 | 368
or3 | 19 | 119
o31ai | 45 | 338
o21ai | 14 | 70.1
a21oi | 61 | 305
nand4 | 58 | 382
dfxtp | 103 | 2060
xnor2 | 16 | 140
clkbuf | 26 | 97.6
==> cell type report <==
type / instances / area share
Clock inverter: 6 / 0.0116
Inverter: 19 / 0.0125
Multi-Input combinational cell: 498 / 0.538
Timing Repair Buffer: 10 / 0.0144
Tap cell: 136 / 0.0298
Sequential cell: 105 / 0.371
Clock buffer: 10 / 0.0223
==> flip-flops by register name, summed over array words and instances, names as in the netlist <==
name / count
prevSign: 1
cnt: 100
debounced: 2
debounced_prev: 2
==> power breakdown <==
part	total [mW]	internal [mW]	switching, mW
Sequential	0.238	0.238	0.000689
Combinational	0.00928	0.00212	0.00715
Clock	0.153	0.0661	0.0865
Total	0.400	0.306	0.0943
==> per-layer routing <==
layer	wire [um]	vias up	part of all wire
li1	-	2498	-
met1	6710	2374	0.48
met2	6210	116	0.45
met3	665	18	0.048
met4	258	0	0.019
met5	0	-	0
==> stage by stage <==
step / power, mW / setup slack (ps) / util / hold slack, ps / instances
2_1_floorplan: 0.250 / 13200 / - / 409 / 653
4_1_cts: 0.404 / 12580 / 0.551 / 449 / 784
3_5_place_dp: 0.253 / 12180 / 0.532 / 422 / 768
3_3_place_gp: 0.253 / 12240 / 0.532 / 426 / 768
6_report: 0.400 / 12540 / 0.551 / 446 / 784
5_1_grt: 0.416 / 12460 / 0.551 / 463 / 784
==> how the worst max path moves through the flow <==
stage                 start      end  cells past startpoint
final                 rst_n  cnt[29]                      5
after global routing  rst_n  cnt[81]                      5
after CTS             rst_n  cnt[34]                      5
No activity file was given, so power comes from the tool's default toggle rates.
